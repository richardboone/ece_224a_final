==> flow/design.v <==
module sd2 #(parameter BW = 12, parameter RESETVAL = 0) (clk, reset, sd_in, bs_out);
input clk, reset;
input signed [BW-1:0] sd_in;     
output bs_out;                   
wire signed [BW-1:0] feedback;   
reg signed [BW+1:0] sd_reg1;
reg signed [BW+1:0] sd_reg2;
initial begin 
sd_reg1 = 0;
sd_reg2 = 0;
end
assign bs_out = sd_reg1[BW+1] ? 0 : 1;
assign feedback = sd_reg1[BW+1] ? -(2**(BW-1)) : (2**(BW-1) - 1);
always@(posedge clk) begin
	sd_reg1 <= (reset) ? RESETVAL : sd_reg1 + sd_reg2 + sd_in - (feedback <<< 1);
	sd_reg2 <= (reset) ? RESETVAL : sd_reg2 + sd_in - feedback;
end
endmodule
module sd_piece #(parameter POSTGAIN=2, parameter BITWIDTH = 32, parameter RESETVAL = 0) (clk, reset, kin1, kin2, muxin1, muxin2, sd_out);
input clk, reset;
input [BITWIDTH-1:0] kin1, kin2;
input muxin1, muxin2;
output sd_out;
	wire [BITWIDTH-1:0] muxout1, muxout2;
	wire [BITWIDTH-1:0] intermediate_builder;
	wire [BITWIDTH-1:0] small_feedback_sum;
	wire [BITWIDTH-1:0] capped, gained;
	reg [BITWIDTH-1:0] feedback;
	assign muxout1 = muxin1 ? kin1 : kin2;
	assign muxout2 = muxin2 ? kin2 : kin1;
	assign muxout3 = sd_out ? -16'd1 : 16'd1;
	assign intermediate_builder = muxout1 + muxout2; 
	assign small_feedback_sum = intermediate_builder + muxout3;
	assign mid_feedback_sum = small_feedback_sum + feedback;
	always@(posedge clk)
	begin
		feedback <= (reset) ? 0 : mid_feedback_sum;
	end
	assign gained = feedback << POSTGAIN;
	sd2 # (.RESETVAL(RESETVAL))
	sd_one(
	.clk(clk),
	.reset(reset),
	.sd_in(gained),
	.bs_out(sd_out));
endmodule
module sigma_delta_final_top #(parameter FSIG = 1000, BITWIDTH = 32)(clk, reset, kin, sd_out);
input clk, reset;
input [BITWIDTH-1:0] kin;
output [2:0] sd_out;
wire [BITWIDTH-1:0] kpos, kneg;
assign kpos = (reset) ? 0 : kin;
assign kneg = (reset) ? 0 : -kin;
	sd_piece #(.POSTGAIN(2),
		.BITWIDTH(BITWIDTH),
		.RESETVAL(0))
	piece_0 (
		.clk(clk),
		.reset(reset),
		.kin1(kpos),
		.kin2(kneg),
		.muxin1(sd_out[1]),
		.muxin2(sd_out[2]),
		.sd_out(sd_out[0]));
	sd_piece #(.POSTGAIN(2),
		.BITWIDTH(BITWIDTH),
		.RESETVAL(32'h00ffffff))
	piece_1 (
		.clk(clk),
		.reset(reset),
		.kin1(kpos),
		.kin2(kneg),
		.muxin1(sd_out[0]),
		.muxin2(sd_out[2]),
		.sd_out(sd_out[1]));
	sd_piece #(.POSTGAIN(2),
		.BITWIDTH(BITWIDTH),
		.RESETVAL(32'h000fffff))
	piece_2 (
		.clk(clk),
		.reset(reset),
		.kin1(kpos),
		.kin2(kneg),
		.muxin1(sd_out[1]),
		.muxin2(sd_out[0]),
		.sd_out(sd_out[2]));
endmodule
==> flow/run.sh <==
#!/bin/bash
# OpenROAD 26Q1-2900-gdf79404cd8, Yosys 0.63+post, stock flow scripts
make -C /OpenROAD-flow-scripts/flow DESIGN_CONFIG=/design/flow/config.mk WORK_HOME=/design/flow/orfs finish
==> flow/config.mk <==
export PLATFORM = sky130hd
export DESIGN_NAME = sigma_delta_final_top
export DESIGN_NICKNAME = sigma_delta_final_top
export VERILOG_FILES = /design/flow/design.v
export SDC_FILE = /design/flow/constraint.sdc
export NUM_CORES = 4
export LEC_CHECK = 1
export CORE_UTILIZATION = 50
==> flow/constraint.sdc <==
current_design sigma_delta_final_top

set clk_period 8.8
set clk_io_pct 0.2

create_clock -name clk0 -period $clk_period [get_ports {clk}]

set non_clock_inputs [all_inputs -no_clocks]
set_input_delay [expr $clk_period * $clk_io_pct] -clock clk0 $non_clock_inputs
set_output_delay [expr $clk_period * $clk_io_pct] -clock clk0 [all_outputs]
==> impl_metrics.env <==
# physical design summary
export IMPL_status="complete, no violations"
export IMPL_insertion_delay_ns=0.35
export IMPL_drc=0
export IMPL_ys_area_um2=7420
export IMPL_tightestPinTransition_ns=0.737
export IMPL_port_buffers=4
export IMPL_startpoint_type="flip-flop"
export IMPL_rows=44
export IMPL_fillers=1255
export IMPL_place_congestion=0.827
export IMPL_grt_total_usage=0.183
export IMPL_htreeDepth=3
export IMPL_cts_buffers=9
export IMPL_ys_sh_simple=0.0973
export IMPL_critPathRequiredTime_ns=9.00
export IMPL_aoi_share=0.156
export IMPL_cp_arrival_ns=4.23
export IMPL_fp_utilization=0.511
export IMPL_cts_tree="yes"
export IMPL_hold_viol_final=0
export IMPL_core_area_um2=14500
export IMPL_die_w_um=124
export IMPL_edf_count=0
export IMPL_yosysTopAreaCellShare=0.235
export IMPL_drive_above_1_share=0.0484
export IMPL_postCtsSetupRepairBufs=0
export IMPL_end_kind="flip-flop"
export IMPL_wl_per_cell_um=11.9
export IMPL_layout_min_cycle_time_ns=4.02
export IMPL_viasPerCell=5.19
export IMPL_ios=37
export IMPL_maxCapViolations=0
export IMPL_first_global_vias=5090
export IMPL_met3_usage=0.0206
export IMPL_antenna_found_initial=0
export IMPL_ys_types=44
export IMPL_finClkSkew_ns=0.00657
export IMPL_grt_pass1_wl_mm=22.1
export IMPL_synth_adder_area_share=0.364
export IMPL_gr_max_usage_layer="met2"
export IMPL_rsz0062_at_grt="false"
export IMPL_use_met1=0.282
export IMPL_n_antenna_cell=0
export IMPL_grt_overflow_total=0
export IMPL_clockBufferDepth=2
export IMPL_ant_nets=0
export IMPL_finalSetupViolCount=0
export IMPL_wirelength_mm=12.0
export IMPL_crit_type="flip-flop to flip-flop"
export IMPL_cts_root_buffer="clkbuf_16"
export IMPL_holdBufCountCts=0
export IMPL_yosys_stat_seqShare=0.235
export IMPL_postSynthAreaPerCell_um2=9.12
export IMPL_fmax_mhz=249
export IMPL_hold_path_class="flip-flop to flip-flop"
export IMPL_tns_ns=0
export IMPL_ys_flops=87
export IMPL_dr_pass1_iters=5
export IMPL_via_count=5245
export IMPL_ys_warn_count=15
export IMPL_async_flop_share=0
export IMPL_syn_cell_area_um2=7420
export IMPL_top_area_cell="dfxtp_1"
export IMPL_xor_share=0.0696
export IMPL_drt_iter0_drc=137
export IMPL_areaGrowthSynthToFinish_pct=7.79
export IMPL_top_logic_kind="adder cells"
export IMPL_flop_cell="dfxtp_1"
export IMPL_warnings=57
export IMPL_maxSlewHeadroom=0.508
export IMPL_mux_share=0.00556
export IMPL_die_area_um2=15300
export IMPL_ys_top_cells_by_area="dfxtp_1, ha_1, fa_1"
export IMPL_clk_pin_slew_ns=0.07
export IMPL_cts_resized=0
export IMPL_dp_hpwl_mm=9.26
export IMPL_die_h_um=124
export IMPL_synth_stat_cells=814
export IMPL_worst_path_max_fanout=16
export IMPL_cts_sinks=87
export IMPL_grt_max_degree=52
export IMPL_met2_usage=0.293
export IMPL_finalCritPeriodShare=0.457
export IMPL_syn_inst=814
export IMPL_finalMaxSlewViolations=0
-- cells in the mapped netlist, types with 8 or more instances --
cell type	n
xnor2_1	36
o21ai_0	41
inv_1	130
a211oi_1	21
o21bai_1	9
a21o_1	29
or2_2	12
nand2_1	51
a21oi_1	34
ha_1	139
xor2_1	23
dfxtp_1	87
nor2_1	61
clkbuf_1	8
nor2b_1	9
o21a_1	12
fa_1	48
-- flip-flops by register name, summed over array words and instances (netlist names) --
signal / count
piece_0.sd_one.sd_reg1: 14
piece_1.feedback: 1
piece_1.sd_one.sd_reg2: 14
piece_0.sd_one.sd_reg2: 14
piece_0.feedback: 1
piece_2.feedback: 1
piece_2.sd_one.sd_reg1: 14
piece_1.sd_one.sd_reg1: 14
piece_2.sd_one.sd_reg2: 14
-- layer usage --
layer  part of all wire  wire length [µm]  up-vias
met5                  0                 0        -
met3              0.018               215       10
met2               0.44              5320       29
met1               0.52              6300     2449
met4              0.016               189        0
li1                   -                 -     2757
-- worst paths after layout --
path | start | to | slack (ns) | depth (start not counted)
max | piece_1.sd_one.sd_reg1[13] | piece_1.sd_one.sd_reg1[13] | 4.78 | 12
min | piece_1.feedback[0] | piece_1.feedback[0] | 0.46 | 1
max reg2reg | piece_1.sd_one.sd_reg1[13] | piece_1.sd_one.sd_reg1[13] | 4.78 | 12
min reg2reg | piece_1.feedback[0] | piece_1.feedback[0] | 0.46 | 1
-- critical path: stages, from the launching register on --
cell	delay, ns
dfxtp_1	0.30
buf_4	0.21
inv_1	0.47
fa_1	0.55
fa_1	0.55
inv_1	0.07
fa_1	0.48
a211oi_1	0.42
o21a_1	0.20
o31ai_1	0.08
a21oi_1	0.29
a211o_1	0.18
nand3_1	0.07
-- cells by family (layout without fill, tap and decap cells) --
family | count (synthesis) | count (layout)
flops | 87 | 87
compound gates | 173 | 173
simple gates | 162 | 162
buf+inv | 142 | 155
fa+ha+maj | 187 | 187
xor+xnor | 59 | 59
mux | 4 | 4
-- layout make-up --
| class | instances | area, µm² | area share |
|---|---|---|---|
| clock buffers | 10 | 239 | 0.0299 |
| clock inverters | 6 | 92.6 | 0.0116 |
| inverters | 130 | 488 | 0.0610 |
| multi-input cells | 585 | 5130 | 0.642 |
| flip-flops and latches | 87 | 1740 | 0.218 |
| well taps | 184 | 230 | 0.0288 |
| repair buffers | 9 | 72.6 | 0.00907 |
-- cell usage in the layout (no fill, tap or decap), types with 12 or more instances in the layout --
cell type and instances:
nand2_1 51, xor2_1 23, nor2_1 61, dfxtp_1 87, a21o_1 29, ha_1 139
o21ai_0 41, inv_1 130, a21oi_1 34, a211oi_1 21, fa_1 48, o21a_1 12
or2_2 12, xnor2_1 36
-- per-stage QoR --
step                      utilization  hold WS [ns]  cell area (µm²)  instances  setup slack (ns)
after floorplan                     -         0.426             7420        814              4.89
after global placement          0.528         0.438             7670        995              4.76
after detailed placement        0.528         0.444             7670        995              4.75
after CTS                       0.550         0.467             8000       1011              4.71
after global routing            0.550         0.478             8000       1011              4.43
final                           0.550         0.463             8000       1011              4.78
