===== ./constraint.sdc =====
current_design sigma_delta_twopiece

set clk_period 16.5
set clk_io_pct 0.2

create_clock -name clk0 -period $clk_period [get_ports {clk}]

set non_clock_inputs [all_inputs -no_clocks]
set_input_delay [expr $clk_period * $clk_io_pct] -clock clk0 $non_clock_inputs
set_output_delay [expr $clk_period * $clk_io_pct] -clock clk0 [all_outputs]

===== ./run.sh =====
#!/bin/bash
# OpenROAD 26Q1-2900-gdf79404cd8, Yosys 0.63+post, stock flow scripts
make -C /OpenROAD-flow-scripts/flow DESIGN_CONFIG=/design/flow/config.mk WORK_HOME=/design/flow/orfs finish

===== ./design.v =====
module capped_adder #(parameter BITWIDTH=32) (a, b, out);
	localparam smallBW = BITWIDTH-1;
	input [BITWIDTH-1:0] a, b;
	output [BITWIDTH-1:0] out;
	wire [BITWIDTH:0] tempsum;
	wire overflow;
	wire signcheck;
	assign signcheck = !(a[BITWIDTH-1] ^ b[BITWIDTH-1]);
	assign tempsum = a + b;
	assign overflow = tempsum[BITWIDTH] ^ tempsum[BITWIDTH-1];
	assign out = (!(overflow&signcheck)) ? tempsum[BITWIDTH-1:0] : ((a[BITWIDTH-1]) ? {1'b1, {smallBW{1'b0}} } :{1'b0, {smallBW{1'b1}}});
endmodule
module sd2 #(parameter BW = 12, parameter RESETVAL = 0) (clk, reset, sd_in, bs_out);
input clk, reset;
input signed [BW-1:0] sd_in;     
output bs_out;                   
wire signed [BW-1:0] feedback;   
reg signed [BW+1:0] sd_reg1;
reg signed [BW+1:0] sd_reg2;
initial begin 
sd_reg1 = 0;
sd_reg2 = 0;
end
assign bs_out = sd_reg1[BW+1] ? 0 : 1;
assign feedback = sd_reg1[BW+1] ? -(2**(BW-1)) : (2**(BW-1) - 1);
always@(posedge clk) begin
	sd_reg1 <= (reset) ? RESETVAL : sd_reg1 + sd_reg2 + sd_in - (feedback <<< 1);
	sd_reg2 <= (reset) ? RESETVAL : sd_reg2 + sd_in - feedback;
end
endmodule
module sd_two_piece #(parameter BITWIDTH = 40, parameter RESETVAL = 0) (clk, reset, kin1, kin2, muxin1, sd_out);
input clk, reset;
input [BITWIDTH-1:0] kin1, kin2;
input muxin1;
output sd_out;
	wire [BITWIDTH-1:0] muxout1, muxout3;
	wire [BITWIDTH-1:0] intermediate_builder;
	wire [BITWIDTH-1:0] small_feedback_sum, mid_feedback_sum;
	wire [BITWIDTH-1:0] gained;
	reg signed [BITWIDTH-1:0] feedback;
	assign muxout1 = muxin1 ? kin2 : kin1;
	assign muxout3 = sd_out ?  40'h0000010000: 40'hffffff0000;
	assign intermediate_builder = muxout1; 
	capped_adder #(.BITWIDTH(BITWIDTH)) add_1 (intermediate_builder, muxout3, small_feedback_sum);
	capped_adder #(.BITWIDTH(BITWIDTH)) add_2 (small_feedback_sum, feedback, mid_feedback_sum);
	always@(posedge clk)
	begin
		feedback <= (reset) ? RESETVAL : mid_feedback_sum;
	end
	assign gained = feedback;
	sd2 # (.RESETVAL(0),
	.BW(12))
	sd_one(
	.clk(clk),
	.reset(reset),
	.sd_in(gained[BITWIDTH-1 -: 12]),
	.bs_out(sd_out));
endmodule
module sigma_delta_twopiece #(parameter FSIG = 1000, BITWIDTH = 40)(clk, reset, kin, sd_out);
localparam BW_TOP = 12;
input clk, reset;
input [BITWIDTH-13:0] kin;
output [1:0] sd_out;
wire [BITWIDTH-1:0] kpos, kneg;
wire [BITWIDTH-1:0] temp_kin;
assign temp_kin = {{BW_TOP{1'b0}}, kin};
assign kpos = (reset) ? 0 : temp_kin;
assign kneg = (reset) ? 0 : -temp_kin;
	sd_two_piece #(.BITWIDTH(BITWIDTH),
		.RESETVAL(40'h7fffffffff))
	piece_0 (
		.clk(clk),
		.reset(reset),
		.kin1(kneg),
		.kin2(kpos),
		.muxin1(sd_out[1]),
		.sd_out(sd_out[0]));
	sd_two_piece #(.BITWIDTH(BITWIDTH),
		.RESETVAL(40'h0000000000))
	piece_1 (
		.clk(clk),
		.reset(reset),
		.kin1(kpos),
		.kin2(kneg),
		.muxin1(sd_out[0]),
		.sd_out(sd_out[1]));
endmodule

===== ./config.mk =====
export PLATFORM = sky130hd
export DESIGN_NAME = sigma_delta_twopiece
export DESIGN_NICKNAME = sigma_delta_twopiece
export VERILOG_FILES = /design/flow/design.v
export SDC_FILE = /design/flow/constraint.sdc
export NUM_CORES = 4
export LEC_CHECK = 1
export CORE_UTILIZATION = 30

==> results.txt <==
result of the run = finished, final reports clean
most common logic cells in the final layout = sky130_fd_sc_hd__o21ai_0 (221), sky130_fd_sc_hd__nor2_1 (195), sky130_fd_sc_hd__ha_1 (181)
number of nets still failing antenna checks after routing = 0
count of flip-flops with a built-in enable after synthesis = 0
maximum single-stage delay on the critical path = 0.92 ns
vertical extent of the die = 229.8 µm
post-place setup slack = 4.046 ns
worst path setup slack after routing = 4.296 ns
post-synthesis share of cell area spent on and-or and or-and gates = 0.2491
share of the synthesized area in the top cell type = 0.1748
fraction of layout cells with a size suffix above 1 = 0.03996
post-synthesis register bit count = 136
Post-Syn Area = 15570 µm²
Final Max Slew Viols = 0
first-pass GRT wire length = 62710 µm
number of warnings the tools reported = 25
mux share of post-synthesis cell area = 0.006669
count of routing violations after the opening detailed-route iteration = 647
cts repair resizes = 0
number of buffer cells added on primary ports = 31
relative max-transition margin = 0.2574
share of flip-flops with an asynchronous set or reset after synthesis = 0
Setup Viol. Count Final = 0
number of global-route vias before repair = 12690
AND/OR/NAND/NOR Cells, Area Fraction = 0.1756
Min-Delay Path Class = flop to flop
area of the placeable core = 51300 µm²
# IOs = 32
share of the yosys chip area belonging to registers = 0.1748
Worst EP arrival = 12.51 ns
Avg WL per Cell = 14.03 µm
average via count per standard cell = 5.094
Chip Area, Yosys = 15570 µm²
maximum fanout along the worst path = 36
drt first pass iters = 5
pin count of the biggest net entering global routing = 66
synth warn = 3
master cell of the clock root buffer = sky130_fd_sc_hd__clkbuf_16
RSZ-0062 raised after global routing = no
type of the setup path with the least slack = primary input to flop
number of diodes added for antenna fixing = 0
hold buffer count at cts = 0
syn_area_per_cell = 8.006 µm²
Post-CTS Setup Repair Bufs = 0
largest family of logic cells by area = AND-OR/OR-AND gates
top cells by area, synth = sky130_fd_sc_hd__dfxtp_1 (17%), sky130_fd_sc_hd__ha_1 (15%), sky130_fd_sc_hd__fa_1 (10%)
Critical Path Source Type = primary input
die width = 229.8 µm
data required time of the worst path = 16.81 ns
number of cells in the design after placement = 2601
count of different cell masters after synthesis = 80
number of failing hold endpoints at the final stage = 0
total gr overflow = 0
htree depth = 4
Inserted Clock Buffers = 17
detailed placement HPWL = 28630 µm
most numerous logic cell after layout = sky130_fd_sc_hd__o21ai_0
maximum number of buffers from clock root to sink = 2
cell taking the most area after synthesis = sky130_fd_sc_hd__dfxtp_1
via count of the routed design = 13410
final weighted congestion of routability-driven global placement = 0.9333
number of standard cells reported by yosys = 1945
post-detailed-routing wire length = 36930 µm
post-route fraction of the period consumed by the critical path = 0.7396
area added between synthesis and finish = 9.948%
crit path time final = 12.20 ns
main flop type = sky130_fd_sc_hd__dfxtp_1
slack of the worst reg-to-reg path = 8.69 ns
CP max-delay cell = sky130_fd_sc_hd__a2111oi_0
number of core rows = 83
fmax = 81.94 MHz
clock sink total = 136
XORs/XNORs by Area = 0.1046
most used cell along the critical path = sky130_fd_sc_hd__a21oi_1
slew at the pin closest to its max-slew limit = 1.086 ns
Max Cap Violations = 0
Total Negative Setup Slacks = 0 ns
Adder-Cell Fraction of Synth Area = 0.2483
TritonCTS clock tree = done
initial antenna violation count = 0
full die area = 52820 µm²
residual DRC count = 0
clock latency at the later pin of the worst-skew pair = 0.44 ns
combined global-route utilization of all metal layers = 0.1452
FP Core Util = 0.3035
Clock Skew = 0.008165 ns
Critical Path End Type = flop
Cells after Synth = 1945
Finished Layout Cells = 2632
clock-pin slew of the registers on the worst-case setup and hold paths = 0.06 ns
[path summary, 6_finish.rpt]
kind,start,to,depth (start not counted)
setup reg to reg,piece_1.sd_one.sd_reg1[13]$_SDFF_PP0_,piece_0.feedback[36]$_SDFF_PP1_,25
hold / removal,piece_0.feedback[0]$_SDFF_PP1_,piece_0.feedback[0]$_SDFF_PP1_,3
setup / recovery,kin[0],piece_0.feedback[36]$_SDFF_PP1_,34
hold reg to reg,piece_0.feedback[0]$_SDFF_PP1_,piece_0.feedback[0]$_SDFF_PP1_,3
[sequential cells by signal, summed over array words and instances (netlist names)]
| register | flops |
|---|---|
| piece_0.sd_one.sd_reg1 | 14 |
| piece_1.feedback | 40 |
| piece_1.sd_one.sd_reg1 | 14 |
| piece_0.feedback | 40 |
| piece_0.sd_one.sd_reg2 | 14 |
| piece_1.sd_one.sd_reg2 | 14 |
[cells in the mapped netlist, types with 55 or more instances]
cell,count
sky130_fd_sc_hd__o21ai_0,221
sky130_fd_sc_hd__nor2_1,195
sky130_fd_sc_hd__ha_1,181
sky130_fd_sc_hd__a21oi_1,144
sky130_fd_sc_hd__dfxtp_1,136
sky130_fd_sc_hd__nand2_1,106
sky130_fd_sc_hd__xnor2_1,98
sky130_fd_sc_hd__inv_1,92
sky130_fd_sc_hd__xor2_1,88
sky130_fd_sc_hd__fa_1,80
sky130_fd_sc_hd__nor3_1,71
sky130_fd_sc_hd__a21o_1,55
[metal layers]
layer,vias up,GRT usage,part of all wire
met4,0,0.01242,0.0090
met2,205,0.2221,0.43
met5,-,0,0
li1,6964,-,-
met1,6220,0.2261,0.51
met3,18,0.02318,0.043
[logic make-up (layout without fill, tap and decap cells)]
kind of cell	Yosys count	after routing
multiplexers	10	10
flip-flops	136	136
buffers and inverters	158	165
AND/OR/NAND/NOR	571	571
AND-OR/OR-AND	623	623
XOR/XNOR	186	186
adder cells (fa/ha/maj)	261	261
[worst max-delay path, delay by kind of cell]
| family | cells | cell delay (ns) |
|---|---|---|
| AND/OR/NAND/NOR | 10 | 3.13 |
| adder cells (fa/ha/maj) | 3 | 1.02 |
| multiplexers | 2 | 0.23 |
| AND-OR/OR-AND | 15 | 3.86 |
| XOR/XNOR | 1 | 0.15 |
| buffers and inverters | 3 | 0.78 |
[cell type report]
cell class | instances | area, µm²
Clock buffer | 20 | 466.7
Sequential cell | 136 | 2730
Fill cell | 5279 | 34180
Tap cell | 680 | 850.8
Multi-Input combinational cell | 1651 | 12210
Inverter | 92 | 345.3
Timing Repair Buffer | 42 | 390.4
Clock inverter | 11 | 122.6
[metrics by stage]
| stage | cell area (µm²) | hold WS (ns) | utilization |
|---|---|---|---|
| floorplan | 15570 | 0.5222 | - |
| global placement | 16530 | 0.5579 | 0.3222 |
| detailed placement | 16530 | 0.5516 | 0.3222 |
| CTS | 17120 | 0.5685 | 0.3337 |
| global route | 17120 | 0.5981 | 0.3337 |
| finish | 17120 | 0.5658 | 0.3337 |
