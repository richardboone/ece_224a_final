==> design.v <==
`timescale 1ns / 1ps
module fake_main(
    input CLK67MHZ,
    input [39:0] kval,
	input resetPort,
    output upPort,
    output downPort
    );
    wire [63:0] omegaOut;
    assign omegaOut = {24'd0, kval};
    wire [3:0] n, ntemp;
	assign n =  4'b1100 - ntemp;
    wire clk;
    clkDivider getClk(CLK67MHZ, n, clk);
    wire [1:0] sdOut;
	wire [39:0] sd_kin;
	bitShifter bs(CLK67MHZ, omegaOut[39:0], sd_kin, ntemp);
    sigma_delta_twopiece sd2(clk,resetPort,sd_kin,sdOut);
    reg delayOut1;
    reg delayOut2;
    always @ (posedge CLK67MHZ)
    begin
        delayOut1 <= sdOut[0];
        delayOut2 <= delayOut1;
    end
    assign upPort = ~ (delayOut2 & delayOut1);
    assign downPort = ~ (delayOut2 | delayOut1);   
endmodule
module bitShifter(clk, inval, outval, outdivider);
input clk;
input [39:0] inval;
output reg [39:0] outval;
output reg [3:0] outdivider;
localparam bitmask = 12'hfff;
reg [39:0] previnval, internal_reg;
reg [3:0] countshift;
reg enable, inreg;
wire  finished;
assign finished = |(internal_reg[39:28] & bitmask);  
always@(posedge clk)
begin
	previnval <= inval;
	if (previnval != inval)
	begin
		enable <= 1;
		inreg <= 1;
		countshift <= 0;
	end
	else if (enable)
	begin
		inreg <= 0;
		if (!inreg && finished)
		begin
			countshift <= countshift + 1;
		end
	end
	else if (finished == 1'b0)
	begin
		enable <= 0;
	end
	if (inreg)
	begin
		internal_reg <= previnval;
	end
	else if (finished)
	begin
		internal_reg <= internal_reg >> 1;
	end
	if (!finished)
	begin
		outval <= internal_reg;
		outdivider <= countshift;
	end
end
endmodule
==> run.sh <==
#!/bin/bash
# OpenROAD 26Q1-2900-gdf79404cd8, Yosys 0.63+post, stock flow scripts
make -C /OpenROAD-flow-scripts/flow DESIGN_CONFIG=/design/flow/config.mk WORK_HOME=/design/flow/orfs finish
==> config.mk <==
export PLATFORM = sky130hd
export DESIGN_NAME = bitShifter
export DESIGN_NICKNAME = bitShifter
export VERILOG_FILES = /design/flow/design.v
export SDC_FILE = /design/flow/constraint.sdc
export NUM_CORES = 4
export LEC_CHECK = 1
export CORE_UTILIZATION = 40
==> constraint.sdc <==
current_design bitShifter

set clk_period 6.4
set clk_io_pct 0.2

create_clock -name clk0 -period $clk_period [get_ports {clk}]

set non_clock_inputs [all_inputs -no_clocks]
set_input_delay [expr $clk_period * $clk_io_pct] -clock clk0 $non_clock_inputs
set_output_delay [expr $clk_period * $clk_io_pct] -clock clk0 [all_outputs]
==> results.toml <==
# yosys + openroad results
[synthesis]
ys_cells = 247
synth_cell_types = 22
top_cells_by_count = "84 x edfxtp_1, 45 x dfxtp_1, 40 x xor2_1, 39 x mux2_2, 16 x nor4_1"
simple_gate_share = 0.0379
synth_seq_share = 0.763
async_reset_ff_frac = 0
top_area_frac = 0.562
synth_warnings = 1
ff_type = "edfxtp_1"
syn_inst = 247
top_logic_kind = "multiplexers"
xor_share = 0.0819
edf_count = 84
mux_share = 0.100
adder_share = 0.00279
syn-cell-area_sq_um = 4490
compound_area_frac = 0.0106
yosysTopAreaCell = "edfxtp_1"
syn_area_per_cell_sq_um = 18.2
yosysChipArea_sq_um = 4490
top_cells_by_area = "edfxtp_1 56%, dfxtp_1 20%, mux2_2 9.8%"
top_cell = "edfxtp_1"
ys_ff = 129

[clock_tree]
post_cts_resized = 0
cts_made_buffers = 17
cts_setup_buffers = 0
clk_latency_ns = 0.51
cts.clk_slew.worst_paths_ns = 0.06
clockBufferDepth = 2
root_buffer = "clkbuf_8"
h-tree-depth = 4
cts_tree = "done"
cts_sinks = 129
hold_buffers = 0

[timing]
maxSlewViolCount = 0
period_minus_slack_ns = 2.95
rsz0062_at_grt = "no"
finalCritPeriodShare = 0.460
max_freq_mhz = 339
hold_viol = 0
slew_headroom = 0.545
tns_ns = 0
worst_pin_slew_ns = 0.683
setup_viol = 0
clock_skew_ns = 0.00973

[cells_and_area]
nFillCells = 856
drive_gt1_frac = 0.211
logic_area_sq_um = 1050
fin_cells = 500
flop_area_sq_um = 3420
synthToLayoutAreaGrowth_pct = 35.0

[setup_path]
r2r-start = "internal_reg[29]"
crit_arrival_ns = 3.18
worst_ep_required_time_ns = 6.63
crit_type = "register to register"
startpoint_type = "register"
timing.rr.end = "internal_reg[35]"
startpoint = "internal_reg[29]"
max_stage_delay_ns = 0.75
reg2regPathDepth = 4
cp.depth = 4
crit_buf_inv = 1
critPathCapture = "internal_reg[35]"
slowest_stage = "and3_4"
cpLargestDelayFamily = "simple AND/OR/NAND/NOR gates"
path_max_fanout = 47
path_cells = "nor4_1 > and3_4 > or2b_2 > buf_4"
cp-end-kind = "register"
rrSetupSlack_ns = 3.45

[route]
ant_nets = 0
drc = 0
viasPerCell = 4.79
dr.first_iter.drc_count = 68
first_pass_iters = 5
insertedDiodeCount = 0
num_vias = 2393
drt-total-wl_mm = 8.56
post_drt_wl_per_cell_um = 17.1

[global_route]
antenna_found_initial = 0
grt_first_pass_wirelength_mm = 13.0
track_usage = 0.165
grt_max_degree = 48
grt_pass1_vias = 2404
grt-ovfl-total = 0

[flow_run]
warnings = 25
max_cap_viol_count = 0

[worst_hold_path]
hold_path.class = "register to register"
worstHoldStart = "internal_reg[0]"

[die]
die_w_um = 108
fp_util = 0.412
rows = 38
chipArea_sq_um = 11700
core-area_sq_um = 10900
pin_count = 85
die_y_um = 108

[place]
place_inst = 468
dp_hpwl_mm = 5.68
gp_congestion = 0.806
port_buffers = 84

[power]
ir_drop_mv = 0.186
powerDensity_nw_per_um2 = 313
leakage_nw = 2.18

[run_status]
status = "finished clean"
-- worst min path at each step --
stage / end / slack (ns) / cells after the start
after CTS: outval[0] / 0.42 / 0
after global routing: outval[0] / 0.42 / 0
final: outval[0] / 0.42 / 0
-- worst register-to-register path: stages, from the launching register on --
cell	delay (ns)
edfxtp_1	0.42
nor4_1	0.59
and3_4	0.75
or2b_2	0.57
buf_4	0.34
-- logic make-up after synthesis --
family	Yosys count
flip-flops	129
XOR/XNOR	42
multiplexers	40
AND/OR/NAND/NOR	26
buffers and inverters	5
AND-OR/OR-AND	4
adder cells (fa/ha/maj)	1
-- cell type report --
cell class / instances / area share
clock buffer: 18 / 0.0689
multi-input combinational: 113 / 0.173
clock inverter: 14 / 0.0231
tap: 140 / 0.0289
sequential: 129 / 0.565
timing repair buffer: 86 / 0.141
-- per-stage QoR --
step	hold WS, ns	util	power [mW]	setup slack (ns)	area, sq um
global placement	0.402	0.506	1.02	3.26	5500
floorplan	0.400	-	0.970	3.89	4490
detailed placement	0.405	0.506	1.02	3.26	5500
finish	0.418	0.557	1.90	3.45	6060
global route	0.419	0.557	1.96	3.21	6060
CTS	0.421	0.557	1.91	3.40	6060
-- where the power goes --
part / total [mW] / leakage (nW) / switching [mW] / internal, mW
clock network: 0.897 / 0.265 / 0.346 / 0.551
logic: 0.0680 / 0.710 / 0.0256 / 0.0424
registers: 0.930 / 1.21 / 0.0175 / 0.913
-- cell usage in the layout, fill, tap and decap left out --
master / instances
a2111oi_4: 1
a31oi_1: 2
and2_1: 1
and3_4: 1
buf_4: 2
bufinv_16: 2
clkbuf_1: 1
clkbuf_16: 16
clkbuf_8: 1
clkdlybuf4s50_1: 84
clkinv_1: 1
clkinv_2: 4
clkinv_4: 1
clkinvlp_4: 4
dfxtp_1: 44
dfxtp_2: 1
edfxtp_1: 84
ha_1: 1
inv_6: 2
mux2_2: 39
mux2i_1: 1
nand2_1: 1
nand2b_1: 1
nand3_1: 1
nand4_1: 2
nor4_1: 16
o31ai_1: 1
or2b_2: 1
or3_1: 1
or4_4: 1
xnor2_1: 2
xor2_1: 40
-- per-layer routing --
metal	up-vias	wire length [um]	global-route usage
li1	1134	-	-
met1	1159	4040	0.282
met2	94	3740	0.225
met3	6	720	0.0675
met4	0	57	0.0157
met5	-	0	0
Power and IR drop assume default switching activity.
